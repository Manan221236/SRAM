$ cat ./run.sh
#!/bin/bash
# OpenROAD 26Q1-2900-gdf79404cd8, Yosys 0.63+post, stock flow scripts
make -C /OpenROAD-flow-scripts/flow DESIGN_CONFIG=/design/flow/config.mk WORK_HOME=/design/flow/orfs finish
$ cat ./config.mk
export PLATFORM = sky130hd
export DESIGN_NAME = simple_trng
export DESIGN_NICKNAME = simple_trng
export VERILOG_FILES = /design/flow/design.v
export SDC_FILE = /design/flow/constraint.sdc
export NUM_CORES = 4
export LEC_CHECK = 1
export CORE_AREA = 10 10 112 112
export DIE_AREA = 0 0 122 122
$ cat ./constraint.sdc
current_design simple_trng

set clk_period 2.3
set clk_io_pct 0.2

create_clock -name clk0 -period $clk_period [get_ports {clk}]

set non_clock_inputs [all_inputs -no_clocks]
set_input_delay [expr $clk_period * $clk_io_pct] -clock clk0 $non_clock_inputs
set_output_delay [expr $clk_period * $clk_io_pct] -clock clk0 [all_outputs]
$ cat ./design.v
`timescale 1ns / 1ps
module simple_trng #(
    parameter WIDTH = 32,
    parameter SEED = 32'hACE1_BEEF
)(
    input wire clk,
    input wire rst_n,
    input wire enable,
    output reg [WIDTH-1:0] trng_out
);
    reg [WIDTH-1:0] lfsr;
    wire feedback;
    assign feedback = lfsr[31] ^ lfsr[21] ^ lfsr[1] ^ lfsr[0];
    always @(posedge clk or negedge rst_n) begin
        if (!rst_n) begin
            lfsr <= SEED;
            trng_out <= SEED;
        end else if (enable) begin
            lfsr <= {lfsr[WIDTH-2:0], feedback};
            trng_out <= lfsr;
        end
    end
endmodule
==> results.json <==
{
  "wl_mm": 3.52,
  "top_logic_kind": "buffers and inverters",
  "clk_path_buf_depth": 2,
  "grt_pass1_vias": 1126,
  "htree_levels": 2,
  "ys_cells": 165,
  "avgSynthCellArea_um2": 11.7,
  "warning_count": 25,
  "ys_sh_simple_pct": 3.25,
  "rsz0062_at_grt": "false",
  "worstSkewPairLatency_ps": 290,
  "final_util_pct": 23.3,
  "pin_count": 35,
  "finalWeightedCongestion": 0.696,
  "xor_area_share_pct": 0.909,
  "antenna_found_initial": 0,
  "drtPass1Iterations": 4,
  "drv_slew": 0,
  "via_per_inst": 3.43,
  "hold_viol_final": 0,
  "clkSinkCount": 47,
  "hpwl_mm": 2.55,
  "setup_slack_ps": 485,
  "finalCritPeriodShare_pct": 78.9,
  "crit_chain": "clkdlybuf4s50_1",
  "grt-ovfl-total": 0,
  "die_y_um": 122,
  "power_density_nw_per_um2": 1110,
  "path_max_fanout": 3,
  "worstPathArrival_ps": 1360,
  "clkSlewWorstSetupHoldPaths_ps": 90,
  "die-area_um2": 14900,
  "syn_inst": 165,
  "worstSetupPathType": "flop to primary output",
  "synth_area_um2": 1930,
  "placementRows": 37,
  "placed_cells": 315,
  "maxCapViolCount": 0,
  "ant_nets": 0,
  "synthAoiAreaFrac_pct": 7.53,
  "area_delta_synth_final_pct": 23.8,
  "fp_util_pct": 18.8,
  "fa_ha_area_share_pct": 0,
  "die_w_um": 122,
  "num_antenna_cells": 0,
  "drive_gt1_share_pct": 31.4,
  "clock.fmax_mhz": 551,
  "cp.required_ps": 1840,
  "ys_chip_area_um2": 1930,
  "path_delay_family": "flip-flops",
  "yosysSeqAreaShare_pct": 62.9,
  "drtIter0Drc": 83,
  "num_vias": 1112,
  "clockRootBuffer": "clkbuf_8",
  "num-fill-cells": 1074,
  "worst_slew_pin_slew_ps": 479,
  "grt_pass1_wl_mm": 5.73,
  "finalSetupViolations": 0,
  "leakage_nw": 0.954,
  "ir_drop_uv": 336,
  "io_buffers": 34,
  "cts_tree": "done",
  "critPathBufInv": 1,
  "ys_ff": 47,
  "holdCritPathClass": "flop to flop",
  "ys_warn_count": 1,
  "place_ws_ps": 761,
  "yosys.cell_types.count": 14,
  "skew_ps": 6.54,
  "drc": 0,
  "tns_ps": 0,
  "layout_min_cycle_time_ps": 1820,
  "startpoint_type": "flop",
  "cts_resized": 0,
  "slew_headroom_pct": 68.0,
  "avgRoutedWirePerCell_um": 10.9,
  "status": "finished, final reports clean",
  "layout.cells.non_filler": 324,
  "coreArea_um2": 10200,
  "grt_start_max_net_pins": 31,
  "numCtsBuffers": 5,
  "cp_slowest_cell": "dfstp_2",
  "endpoint_kind": "primary output",
  "synth.area.mux_share_pct": 10.5,
  "track_usage_pct": 4.86,
  "max_stage_delay_ps": 560
}
## repair_timing
action,in CTS,in global routing
hold buffers,1,0
endpoints found under the setup margin,0,0
hold endpoints to repair,1,0
setup buffers,0,0
## registers in the layout (all words and copies together) (netlist names)
| name | cells |
|---|---|
| trng_out | 15 |
| lfsr | 32 |
## cells in the mapped netlist
master / number / area [µm²]
nand2_1: 15 / 56.3
o21ai_0: 29 / 145
nand2b_1: 1 / 6.26
buf_6: 3 / 33.8
inv_1: 29 / 109
dfrtp_1: 18 / 450
buf_2: 2 / 10.0
buf_4: 17 / 128
mux2i_1: 1 / 10.0
clkbuf_1: 2 / 7.51
dfstp_2: 29 / 762
xor2_1: 1 / 8.76
mux2_2: 17 / 191
xnor2_1: 1 / 8.76
## where the power goes
| group | switching [mW] | internal, mW |
|---|---|---|
| registers | 0.192 | 1.26 |
| logic | 0.209 | 0.512 |
| clock network | 0.265 | 0.213 |
| total | 0.665 | 1.98 |
## layout make-up
type | instances | area (µm²) | share of cell area [%]
Multi-Input combinational cell | 65 | 427 | 17.9
Tap cell | 136 | 170 | 7.13
Inverter | 29 | 109 | 4.56
Clock buffer | 6 | 72.6 | 3.04
Sequential cell | 47 | 1210 | 50.8
Clock inverter | 2 | 12.5 | 0.524
Timing Repair Buffer | 39 | 383 | 16.0
## tightest hold or removal path, stage by stage (launching register included)
cell	delay [ps]
dfstp_2	380
inv_1	40
o21ai_0	60
## per-layer routing
metal,wire length (µm),share of wire [%],global-route usage (%)
met1,1490,42,6.27
met2,1560,44,7.34
met3,406,12,2.44
met4,63,1.8,0.820
met5,0,0,0
## final timing paths
| kind | endpoint | from | slack (ps) | depth (start not counted) |
|---|---|---|---|---|
| min reg2reg | lfsr[29] | lfsr[29] | 480 | 2 |
| max in group asynchronous | lfsr[16] | rst_n | 1280 | 3 |
| max | trng_out[21] | lfsr[22] | 480 | 1 |
| min | lfsr[29] | lfsr[29] | 480 | 2 |
| max reg2reg | lfsr[0] | lfsr[1] | 1140 | 3 |
| min in group asynchronous | lfsr[8] | rst_n | 490 | 2 |
## layout by cell type, fill, tap and decap left out
master and count:
buf_12 1, buf_2 2, buf_4 3, clkbuf_1 1
clkbuf_8 5, clkdlybuf4s50_1 32, clkinv_2 1, clkinvlp_4 1
dfrtp_1 18, dfstp_2 29, dlygate4sd3_1 1, inv_1 29
mux2_2 17, mux2i_1 1, nand2_1 15, nand2b_1 1
o21ai_0 29, xnor2_1 1, xor2_1 1
## logic make-up after synthesis
family	after synthesis
compound gates	29
mux	18
buf+inv	53
flops	47
xor+xnor	2
simple gates	16
## stage by stage
stage | area, µm² | hold WS [ps] | power, mW
floorplan | 1930 | 164 | 1.81
global placement | 2290 | 262 | 2.22
detailed placement | 2290 | 260 | 2.22
CTS | 2390 | 479 | 2.72
global route | 2390 | 496 | 2.87
finish | 2390 | 475 | 2.65
No activity file was given, so power comes from the tool's default toggle rates.
